$ cat ./run.sh
#!/bin/bash
# OpenROAD 26Q1-2900-gdf79404cd8, Yosys 0.63+post, stock flow scripts
make -C /OpenROAD-flow-scripts/flow DESIGN_CONFIG=/design/flow/config.mk WORK_HOME=/design/flow/orfs finish
$ cat ./config.mk
export PLATFORM = sky130hd
export DESIGN_NAME = top_module
export DESIGN_NICKNAME = top_module
export VERILOG_FILES = /design/flow/design.v
export SDC_FILE = /design/flow/constraint.sdc
export NUM_CORES = 4
export LEC_CHECK = 1
export CORE_AREA = 10 10 71 71
export DIE_AREA = 0 0 81 81
$ cat ./constraint.sdc
current_design top_module

set clk_period 1.0
set clk_io_pct 0.2

create_clock -name clk0 -period $clk_period [get_ports {clk}]

set non_clock_inputs [all_inputs -no_clocks]
set_input_delay [expr $clk_period * $clk_io_pct] -clock clk0 $non_clock_inputs
set_output_delay [expr $clk_period * $clk_io_pct] -clock clk0 [all_outputs]
$ cat ./design.v
`timescale 1ns / 1ps
module freq_divider #(parameter N=4)(
     input clk,arst,
     output out
    );
    reg[3:0] count;
    always @(posedge clk or posedge arst)
        begin
            if(arst)
                count = 0;
                else 
                  count <= count+1;  
        end
        assign out = count[3];
endmodule
`timescale 1ns / 1ps
module timer #(parameter N=4)(
    input clk_in, arst,
    output reg t
    );
    reg[3:0] q;
     always @(posedge clk_in, posedge arst)
     begin
        if(arst) begin
          q <= 4'b0000;
          t <= 0;
        end
          else if(q == 4'b1001) begin
                t <= 1;
                q <= 4'b0000;
          end else 
                q <= q+1;
     end
endmodule
`timescale 1ns / 1ps
module top_module(
    input clk, arst,
    output q_out
    );
    freq_divider FD(.clk(clk), .arst(arst), .out(out));
    timer T(.clk_in(out), .arst(arst),.t(q_out));
endmodule
==> results.yml <==
# synthesis and place-and-route metrics
critical_path:
  r2r-end: "FD.count[2]$_DFF_PP0_"
  max_stage_delay_ns: 0.39
  crit_type: "flop to flop"
  worstPathArrival_ns: 0.97
  regToRegStartpoint: "FD.count[0]$_DFF_PP0_"
  rrSetupSlack_ns: 0.12
  critPathCaptureType: "flop"
  start_kind: "flop"
  cp.required_ns: 1.09
  worstPathCellList: "ha_1 -> xor2_1"
  worstRegToRegCells: 2
  cp_max_fo: 3
  cp_slowest_cell: "dfrtp_1"
final_layout:
  lay_top_cells: "9 x dfrtp_1, 3 x inv_1, 3 x clkbuf_8, 2 x xnor2_1, 2 x clkdlybuf4s50_1"
  syn2layout_area_growth_pct: 37.7
  final_common_cell: "dfrtp_1"
  mi_logic_area_sq_um: 101
  n_fill_cell: 421
  regArea_sq_um: 225
  final_layout_size_suffix_gt1_share_pct: 21.9
routing:
  vias: 200
  first_pass_iters: 2
  wire_per_inst_um: 6.15
  via_per_inst: 2.50
  diodes: 0
  drc: 0
  ant_nets: 0
  routed_wl_um: 492
  drtIter0Drc: 1
synthesis:
  yosys_cells: 26
  syn_inst: 26
  avgSynthCellArea_sq_um: 13.1
  ys_seq_share_pct: 65.9
  yosysWarnings: 3
  synth-seq-cells: 9
  synth.cell_area_sq_um: 342
  synth_cell_types: 15
  ys_area_sq_um: 342
clock_network:
  tritoncts: "built"
  cts_hold_buf: 0
  clock_tree.root_cell: "clkbuf_8"
  cts_max_path_buffers: 2
  cts_setup_buffers: 0
  clk_pin_slew_ns: 0.03
  cts_made_buffers: 3
  worstSkewPairLatency_ns: 0.21
  h-tree-depth: 1
  cts_resized: 0
sta:
  slew_violations: 0
  post-route-period-util_pct: 88.2
  slew-limit-headroom_pct: 88.2
  untimed_endpoints: 6
  skew_ns: 0.00131
  unclocked_regs: 5
  hold_violations: 0
  period_minus_slack_ns: 0.882
  tns_ns: 0
  rsz0062_at_grt: "no"
  tightest_slew_ns: 0.177
  timing.fmax_ghz: 1.13
  setup_viol: 0
global_routing:
  overflow: 0
  track_usage_pct: 1.73
  grt_pass1_wl_um: 966
  antenna_found_initial: 0
  grt_max_degree: 7
  grt_pass1_vias: 243
floorplanning:
  boundaryPins: 3
  dieArea_sq_um: 6560
  die_h_um: 81
  initCoreUtil_pct: 9.40
  core_area_sq_um: 3630
  rows: 22
  dieWidth_um: 81
pwr:
  irDropWorstVdd_mv: 0.856
  power_density_nw_per_um2: 1070
  design_power_total_mw: 0.504
  leakage_nw: 0.199
run:
  warnings: 25
  cap_violations: 0
min_path:
  hp-class: "input pin to asynchronous set/reset pin"
place:
  port_buffers: 2
  dpl.hpwl_um: 391
  routabilityCongestion: 0.621
outcome:
  status: "completed"
-- flip-flops by register name (all words and copies together), names as in the netlist --
signal    cells
FD.count      4
T.q           4
T.t           1
-- routing by layer --
layer  share of wire [%]  vias to the layer above  GRT usage [%]  routed length, um
met2                  47                        3           2.63                232
met1                  48                       99           2.22                237
li1                    -                       98              -                  -
met4                   0                        0          0.692                  0
met5                   0                        -              0                  0
met3                 4.5                        0          0.557                 22
-- area by class of cell --
cell class	count	share of cell area (%)
Clock buffer	3	8.78
Tap cell	48	12.8
Inverter	4	3.19
Multi-Input combinational cell	13	21.5
Sequential cell	9	47.9
Timing Repair Buffer	3	5.85
-- Yosys cell counts (all sizes together) --
library cell	n	share of area, %
xor2	1	2.6
dfrtp	9	66
or3	1	1.8
a21o	1	2.2
a31o	1	2.6
nand2	1	1.1
a221o	1	2.9
xnor2	2	5.1
inv	4	4.4
nor3b	1	2.2
ha	1	3.7
nor2b	1	2.6
nand3	1	1.5
o21ai	1	1.5
-- worst max-delay path by stage --
| stage | start | to | cells past startpoint |
|---|---|---|---|
| 6_report | FD.count[0]$_DFF_PP0_ | FD.count[2]$_DFF_PP0_ | 2 |
| 4_1_cts | FD.count[0]$_DFF_PP0_ | FD.count[2]$_DFF_PP0_ | 2 |
| 5_1_grt | FD.count[0]$_DFF_PP0_ | FD.count[2]$_DFF_PP0_ | 2 |
-- worst max-delay path: cells and delay by family, from the launching register on --
| kind | cells | cell delay, ns |
|---|---|---|
| XOR/XNOR | 1 | 0.15 |
| flip-flops | 1 | 0.39 |
| adder cells (fa/ha/maj) | 1 | 0.22 |
-- power by group --
| part | switching (mW) | internal (mW) | total, mW |
|---|---|---|---|
| logic | 0.00749 | 0.00618 | 0.0137 |
| clock network | 0.0722 | 0.256 | 0.328 |
| registers | 0 | 0.163 | 0.163 |
| total | 0.0797 | 0.425 | 0.504 |
-- cells by family after synthesis --
group | after synthesis | synth area share (%)
DFF | 9 | 65.9
and+or+nand+nor | 5 | 9.16
AOI/OAI and AO/OA | 4 | 9.16
buffers and inverters | 4 | 4.39
xor gates and xnor gates | 3 | 7.69
adders and majority gates | 1 | 3.66
-- through the flow --
stage	instance area [sq um]	utilization (%)	setup WS [ns]	std cells	hold WS (ns)
2_1_floorplan	342	-	0.179	26	0.0279
3_3_place_gp	429	11.8	0.170	77	0.394
3_5_place_dp	429	11.8	0.141	77	0.417
4_1_cts	470	12.9	0.119	80	0.195
5_1_grt	470	12.9	0.0887	80	0.205
6_report	470	12.9	0.118	80	0.196
Power is estimated from default activity; no workload was simulated.
